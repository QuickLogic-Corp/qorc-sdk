## design/flow/design.v

```verilog
`timescale 1ns/1ns
module LED_controller (
    clk,
    rst,
    duration0,
    duration1,
    duration2,
    duration3,
    color0,
    color1,
    color2,
    color3,
    led_r,
    led_g,
    led_b
);
input           clk;
input           rst;
input   [11:0]  duration0;
input   [11:0]  duration1;
input   [11:0]  duration2;
input   [11:0]  duration3;
input   [2:0]   color0;
input   [2:0]   color1;
input   [2:0]   color2;
input   [2:0]   color3;
output          led_r;
output          led_g;
output          led_b;
parameter   [13:0]   TERMINAL_CNT_1MS = (12000-1);   
reg     [13:0]  timer_1ms_cnt;
reg             time_1ms;
reg             duration0is0;
reg             duration1is0;
reg             duration2is0;
reg             duration3is0;
reg     [11:0]  sequencer_cnt;
reg     [4:0]   sequencer_state;
localparam  [4:0]   SEQ_IDLE  = 5'h10;
localparam  [4:0]   SEQ_SLOT0 = 5'h01;
localparam  [4:0]   SEQ_SLOT1 = 5'h02;
localparam  [4:0]   SEQ_SLOT2 = 5'h04;
localparam  [4:0]   SEQ_SLOT3 = 5'h08;
reg     [2:0]   LED_color;
always @(posedge rst or posedge clk)
    if (rst) begin
        duration0is0 <= 1;
        duration1is0 <= 1;
        duration2is0 <= 1;
        duration3is0 <= 1;
    end else begin
        duration0is0 <= (duration0 == 0);
        duration1is0 <= (duration1 == 0);
        duration2is0 <= (duration2 == 0);
        duration3is0 <= (duration3 == 0);
    end
always @(posedge rst or posedge clk)
    if (rst) begin
        timer_1ms_cnt <= 0;
        time_1ms <= 0;
    end else begin
        if ((sequencer_state == SEQ_IDLE) && (duration0is0 || duration1is0)) begin     
            timer_1ms_cnt <= 0;
            time_1ms <= 0;
        end else begin
            if (timer_1ms_cnt == TERMINAL_CNT_1MS) begin
                timer_1ms_cnt <= 0;
                time_1ms <= 1;
            end else begin
                timer_1ms_cnt <= timer_1ms_cnt + 1;
                time_1ms <= 0;
            end
        end
    end
always @(posedge rst or posedge clk)
    if (rst) begin
        sequencer_cnt <= 0;
        sequencer_state <= SEQ_IDLE;
    end else begin
        case (sequencer_state)
            SEQ_IDLE  :
                        if (duration0is0 || duration1is0) begin              
                            sequencer_state <= SEQ_IDLE;
                            sequencer_cnt <= 0;
                        end else begin
                            if (time_1ms) begin                              
                                sequencer_state <= SEQ_SLOT0;
                                sequencer_cnt <= duration0;
                            end else begin                                   
                                sequencer_state <= SEQ_IDLE;
                                sequencer_cnt <= 0;
                            end
                        end
            SEQ_SLOT0 :
                        if (time_1ms) begin
                            if (sequencer_cnt == 1) begin                    
                                if (duration1is0) begin                      
                                    sequencer_state <= SEQ_IDLE;
                                    sequencer_cnt <= 0;
                                end else begin                               
                                    sequencer_state <= SEQ_SLOT1;
                                    sequencer_cnt <= duration1;
                                end
                            end else begin                                   
                                sequencer_state <= SEQ_SLOT0;
                                sequencer_cnt <= sequencer_cnt - 1;
                            end
                        end else begin                                       
                            sequencer_state <= SEQ_SLOT0;
                            sequencer_cnt <= sequencer_cnt;
                        end
            SEQ_SLOT1 :
                        if (time_1ms) begin
                            if (sequencer_cnt == 1) begin                    
                                if (duration2is0) begin
                                    if (duration0is0 || duration1is0) begin  
                                        sequencer_state <= SEQ_IDLE;
                                        sequencer_cnt <= 0;
                                    end else begin                           
                                        sequencer_state <= SEQ_SLOT0;
                                        sequencer_cnt <= duration0;
                                    end
                                end else begin                               
                                    sequencer_state <= SEQ_SLOT2;
                                    sequencer_cnt <= duration2;
                                end
                            end else begin                                   
                                sequencer_state <= SEQ_SLOT1;
                                sequencer_cnt <= sequencer_cnt - 1;
                            end
                        end else begin                                       
                            sequencer_state <= SEQ_SLOT1;
                            sequencer_cnt <= sequencer_cnt;
                        end
            SEQ_SLOT2 :
                        if (time_1ms) begin
                            if (sequencer_cnt == 1) begin                    
                                if (duration3is0) begin
                                    if (duration0is0 || duration1is0) begin  
                                        sequencer_state <= SEQ_IDLE;
                                        sequencer_cnt <= 0;
                                    end else begin                           
                                        sequencer_state <= SEQ_SLOT0;
                                        sequencer_cnt <= duration0;
                                    end
                                end else begin                               
                                    sequencer_state <= SEQ_SLOT3;
                                    sequencer_cnt <= duration3;
                                end
                            end else begin                                   
                                sequencer_state <= SEQ_SLOT2;
                                sequencer_cnt <= sequencer_cnt - 1;
                            end
                        end else begin                                       
                            sequencer_state <= SEQ_SLOT2;
                            sequencer_cnt <= sequencer_cnt;
                        end
            SEQ_SLOT3 :
                        if (time_1ms) begin
                            if (sequencer_cnt == 1) begin                    
                                if (duration0is0 || duration1is0) begin      
                                    sequencer_state <= SEQ_IDLE;
                                    sequencer_cnt <= 0;
                                end else begin                               
                                    sequencer_state <= SEQ_SLOT0;
                                    sequencer_cnt <= duration0;
                                end
                            end else begin                                   
                                sequencer_state <= SEQ_SLOT3;
                                sequencer_cnt <= sequencer_cnt - 1;
                            end
                        end else begin                                       
                            sequencer_state <= SEQ_SLOT3;
                            sequencer_cnt <= sequencer_cnt;
                        end
            default   : 
                        begin
                            sequencer_state <= SEQ_IDLE;
                            sequencer_cnt <= 0;
                        end
        endcase
    end
always @(posedge rst or posedge clk)
    if (rst)
        LED_color <= 0;
    else
        case (sequencer_state)
            SEQ_IDLE    : LED_color <= color0;
            SEQ_SLOT0   : LED_color <= color0;
            SEQ_SLOT1   : LED_color <= color1;
            SEQ_SLOT2   : LED_color <= color2;
            SEQ_SLOT3   : LED_color <= color3;
            default     : LED_color <= 0;
        endcase
assign led_r = LED_color[2];
assign led_g = LED_color[1];
assign led_b = LED_color[0];
endmodule
```

## design/flow/run.sh

```bash
#!/bin/bash
# OpenROAD 26Q1-2900-gdf79404cd8, Yosys 0.63+post, stock flow scripts
make -C /OpenROAD-flow-scripts/flow DESIGN_CONFIG=/design/flow/config.mk WORK_HOME=/design/flow/orfs finish
```

## design/flow/config.mk

```make
export PLATFORM = sky130hd
export DESIGN_NAME = LED_controller
export DESIGN_NICKNAME = LED_controller
export VERILOG_FILES = /design/flow/design.v
export SDC_FILE = /design/flow/constraint.sdc
export NUM_CORES = 4
export LEC_CHECK = 1
export CORE_UTILIZATION = 50
```

## design/flow/constraint.sdc

```tcl
current_design LED_controller

set clk_period 4.1
set clk_io_pct 0.2

create_clock -name clk0 -period $clk_period [get_ports {clk}]

set non_clock_inputs [all_inputs -no_clocks]
set_input_delay [expr $clk_period * $clk_io_pct] -clock clk0 $non_clock_inputs
set_output_delay [expr $clk_period * $clk_io_pct] -clock clk0 [all_outputs]
```

==> results.sh <==
# source this file to load flow results
export IMPL_final_cell_mix="64 x clkdlybuf4s50_1, 34 x dfrtp_1, 29 x nor2_1, 26 x nand2_1"
export IMPL_seqPwrFrac_pct=46.7
export IMPL_p_per_area_nw_per_um2=233
export IMPL_yosysCellCount=328
export IMPL_coreArea_um2=5240
export IMPL_syn_inst=328
export IMPL_timing_worst_slew_pin_value_ns=0.952
export IMPL_grt_pass1_wl_um=12600
export IMPL_flop_cell="dfrtp_1"
export IMPL_worstPathRequired_ns=4.29
export IMPL_grt_total_usage_pct=27.6
export IMPL_fin_skew_ns=0.00600
export IMPL_dieArea_um2=5860
export IMPL_drc=0
export IMPL_route_vias_total=2824
export IMPL_place_congestion=0.914
export IMPL_slowest_delay_ns=0.41
export IMPL_layout_drive_gt1_share_pct=7.09
export IMPL_postSynth_asyncResetShare_pct=100
export IMPL_finalInstanceArea_um2=3530
export IMPL_diodes=0
export IMPL_edf_count=0
export IMPL_setup_tns_ns=0
export IMPL_cts_resized=0
export IMPL_ys_chip_area_um2=2780
export IMPL_cp_cell_sequence="inv_1 -> ha_1 -> nor3b_4 -> nand3_2 -> o31ai_1 -> a31oi_1 -> a221o_1"
export IMPL_hold_buffers=0
export IMPL_synth_area_um2=2780
export IMPL_detail_route_antenna_nets=0
export IMPL_cp_start_kind="flop"
export IMPL_syn_avg_cell_area_um2=8.48
export IMPL_hold_path_class="reg -> reg"
export IMPL_top_cells_by_area="dfrtp_1 31%, dfstp_2 4.7%, nor2_1 3.9%, a222oi_1 3.6%, nand2_1 3.5%"
export IMPL_rsz0062_at_grt="false"
export IMPL_hpwl_um=5630
export IMPL_cts_inserted_buffers=5
export IMPL_wl_per_cell_um=17.3
export IMPL_setup_viol=0
export IMPL_vdd_drop_max_uv=200
export IMPL_clock_latency_late_pin_ns=0.30
export IMPL_postPlaceCellArea_um2=3410
export IMPL_fp_dieH_um=76.6
export IMPL_fmax_mhz=423
export IMPL_fillerInstances=423
export IMPL_die_w_um=76.6
export IMPL_antenna_found_initial=0
export IMPL_row_count=26
export IMPL_stage_log_warnings=28
export IMPL_h_tree_depth=2
export IMPL_grt_overflow=0
export IMPL_first_iter_violations=287
export IMPL_cts_setup_buffers=0
export IMPL_hold_violations=0
export IMPL_ys_warn_count=1
export IMPL_syn_to_final_growth_pct=27.1
export IMPL_slew_violations=0
export IMPL_cts_sinks=39
export IMPL_share_comb_of_total_power_pct=11.3
export IMPL_detail_route_wirelength_um=7790
export IMPL_swShare_pct=21.9
export IMPL_clkTransAtPathRegs_ns=0.08
export IMPL_yosys_area_top_type="dfrtp_1"
export IMPL_initial_core_util_pct=53.1
export IMPL_via_per_inst=6.26
export IMPL_crit_type="reg -> reg"
export IMPL_power_leakage_nw=1.46
export IMPL_worstPathArrival_ns=2.55
export IMPL_critPathMaxFanout=15
export IMPL_pin_count=65
export IMPL_cts_tree="done"
export IMPL_holdWs_ns=0.508
export IMPL_pwr_share_clk_pct=42.0
export IMPL_synth_seq_share_pct=35.3
export IMPL_relSlewSlack_pct=36.4
export IMPL_finalCriticalPeriod_ns=2.36
export IMPL_finish_utilization_pct=67.5
export IMPL_p_int_w=0.000642
export IMPL_numSynthFlops=39
export IMPL_outcome="complete, no violations"
export IMPL_portBuffers=64
export IMPL_maxCapViolCount=0
export IMPL_p_sw_w=0.000181
export IMPL_cp_slowest_cell="dfrtp_1"
export IMPL_reg2reg_slack_ns=1.74
export IMPL_first_global_vias=2461
export IMPL_fin_crit_sh_pct=57.6
export IMPL_synthDistinctLibCells=57
export IMPL_top_area_share_pct=30.6
export IMPL_root_buffer="clkbuf_8"
export IMPL_grt_max_degree=40
export IMPL_firstDrtPassIters=5
export IMPL_critPathCaptureType="flop"
export IMPL_cts_path_max_buffers=2
export IMPL_mostFrequentLayoutCell="clkdlybuf4s50_1"
[critical path, delay by kind of cell, from the launching register on]
kind	cells	cell delay, ns
compound gates	3	0.82
fa+ha+maj	1	0.15
buf+inv	1	0.09
flops	1	0.41
simple gates	2	0.78
[per-layer routing]
metal  routed length, µm  up-vias  track usage (%)  share of wire (%)
met3                 771        7             4.99                9.9
met2                3350      157             37.7                 43
li1                    -     1348                -                  -
met5                   0        -                0                  0
met4                  79        0             2.88                1.0
met1                3590     1312             47.9                 46
[registers in the layout, summed over array words and instances (netlist names)]
| register | flops |
|---|---|
| LED_color | 3 |
| duration0is0 | 1 |
| duration1is0 | 1 |
| duration2is0 | 1 |
| duration3is0 | 1 |
| sequencer_cnt | 12 |
| sequencer_state | 5 |
| time_1ms | 1 |
| timer_1ms_cnt | 14 |
[through the flow]
step | setup WS (ns) | std cells | total power (W)
global placement | 1.70 | 443 | 0.000485
CTS | 1.77 | 451 | 0.000829
detailed placement | 1.68 | 443 | 0.000484
global route | 1.62 | 451 | 0.000856
floorplan | 2.18 | 328 | 0.000408
finish | 1.74 | 451 | 0.000823
[power by group through the flow]
stage	logic (W)	clock network, W	registers, W
4_1_cts	0.0000927	0.000352	0.000385
5_1_grt	0.0000998	0.000371	0.000385
6_report	0.0000930	0.000345	0.000385
[cells in the mapped netlist, drive strengths merged, types with 8 or more instances]
cell type	number
dfrtp	34
nor2	29
nand2	26
o21ai	23
nand3	19
a21oi	17
nor4	17
inv	15
and3	13
clkbuf	13
a222oi	10
a22oi	9
buf	9
xor2	8
[worst paths after layout]
path                                  startpoint          endpoint  cells past startpoint
worst min register to register  timer_1ms_cnt[0]  timer_1ms_cnt[0]                      1
max in group asynchronous                    rst      duration2is0                      3
worst max register to register  sequencer_cnt[1]  sequencer_cnt[0]                      7
min in group asynchronous                    rst      LED_color[0]                      3
worst min-delay path            timer_1ms_cnt[0]  timer_1ms_cnt[0]                      1
worst max-delay path            sequencer_cnt[1]  sequencer_cnt[0]                      7
[logic make-up after synthesis]
kind of cell	after synthesis	share of synthesized area, %
compound gates	100	25.0
xor+xnor	14	4.41
fa+ha+maj	3	1.35
buf+inv	37	6.30
flops	39	35.3
mux	3	1.17
simple gates	132	26.4
[area by class of cell]
cell class              count  area [µm²]  share of cell area, %
multi-input cells         252        1620                   45.9
inverters                  15        56.3                   1.59
clock inverters             2        38.8                   1.10
clock buffers               6        82.6                   2.34
flip-flops and latches     39         982                   27.8
well taps                  70        87.6                   2.48
repair buffers             67         663                   18.8
No activity file was given, so power comes from the tool's default toggle rates.
