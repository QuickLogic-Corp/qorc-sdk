$ cat flow/run.sh
#!/bin/bash
# OpenROAD 26Q1-2900-gdf79404cd8, Yosys 0.63+post, stock flow scripts
make -C /OpenROAD-flow-scripts/flow DESIGN_CONFIG=/design/flow/config.mk WORK_HOME=/design/flow/orfs finish
$ cat flow/config.mk
export PLATFORM = sky130hd
export DESIGN_NAME = AL4S3B_FPGA_QL_Reserved
export DESIGN_NICKNAME = AL4S3B_FPGA_QL_Reserved
export VERILOG_FILES = /design/flow/design.v
export SDC_FILE = /design/flow/constraint.sdc
export NUM_CORES = 4
export LEC_CHECK = 1
export CORE_AREA = 10 10 70 70
export DIE_AREA = 0 0 80 80
$ cat flow/design.v
`timescale 1ns / 10ps
module AL4S3B_FPGA_QL_Reserved ( 
                         WBs_ADR_i            ,
                         WBs_CYC_QL_Reserved_i,
                         WBs_CYC_i            ,
                         WBs_STB_i            ,
                         WBs_CLK_i            ,
                         WBs_RST_i            ,
                         WBs_DAT_o            ,
                         WBs_ACK_i            ,
                         WBs_ACK_o
                         );
parameter                ADDRWIDTH                   =   7           ;    
parameter                DATAWIDTH                   =  32           ;    
parameter                QL_RESERVED_CUST_PROD_ADR   =  7'h7E        ;
parameter                QL_RESERVED_REVISIONS_ADR   =  7'h7F        ;
parameter                QL_RESERVED_CUSTOMER_ID     =  8'h01        ;  
parameter                QL_RESERVED_PRODUCT_ID      =  8'h00        ;
parameter                QL_RESERVED_MAJOR_REV       = 16'h0001      ; 
parameter                QL_RESERVED_MINOR_REV       = 16'h0000      ;
parameter                QL_RESERVED_DEF_REG_VALUE   = 32'hDEF_FAB_AC;  
parameter                DEFAULT_CNTR_WIDTH          =  3            ;
parameter                DEFAULT_CNTR_TIMEOUT        =  7            ;
input   [ADDRWIDTH-1:0]  WBs_ADR_i            ;  
input                    WBs_CYC_QL_Reserved_i;  
input                    WBs_CYC_i            ;  
input                    WBs_STB_i            ;  
input                    WBs_CLK_i            ;  
input                    WBs_RST_i            ;  
output  [DATAWIDTH-1:0]  WBs_DAT_o            ;  
input                    WBs_ACK_i            ;
output                   WBs_ACK_o            ;  
wire                     WBs_CLK_i            ;  
wire                     WBs_RST_i            ;  
wire    [ADDRWIDTH-1:0]  WBs_ADR_i            ;  
wire                     WBs_CYC_QL_Reserved_i;  
wire                     WBs_CYC_i            ;  
wire                     WBs_STB_i            ;  
reg     [DATAWIDTH-1:0]  WBs_DAT_o            ;  
wire                     WBs_ACK_i            ;
reg                      WBs_ACK_o            ;  
wire                     WBs_ACK_o_nxt        ;  
parameter                DEFAULT_IDLE   =  0  ;
parameter                DEFAULT_COUNT  =  1  ;
reg                            Default_State      ;
reg                            Default_State_nxt  ;
reg  [DEFAULT_CNTR_WIDTH-1:0]  Default_Cntr       ;
reg  [DEFAULT_CNTR_WIDTH-1:0]  Default_Cntr_nxt   ;
reg                            WBs_ACK_Default_nxt;         
always @( posedge WBs_CLK_i or posedge WBs_RST_i)
begin
    if (WBs_RST_i)
    begin
        Default_State      <=  DEFAULT_IDLE        ;
        Default_Cntr       <=  DEFAULT_CNTR_TIMEOUT;
        WBs_ACK_o          <=  1'b0                ;
    end  
    else
    begin
        Default_State      <=  Default_State_nxt   ;
        Default_Cntr       <=  Default_Cntr_nxt    ;
        WBs_ACK_o          <=  WBs_ACK_o_nxt 
                            |  WBs_ACK_Default_nxt ;
    end  
end
always @(WBs_CYC_i     or
         WBs_STB_i     or
         WBs_ACK_i     or
         Default_State or
         Default_Cntr
        )
begin
    case(Default_State)
    DEFAULT_IDLE:   
    begin
        Default_Cntr_nxt           <= DEFAULT_CNTR_TIMEOUT ;
        WBs_ACK_Default_nxt        <= 1'b0                 ;
        case({WBs_CYC_i, WBs_STB_i})
        default: Default_State_nxt <= DEFAULT_IDLE         ;
        2'b11  : Default_State_nxt <= DEFAULT_COUNT        ;
        endcase
    end
    DEFAULT_COUNT:  
    begin
        Default_Cntr_nxt           <= Default_Cntr - 1'b1  ; 
        case(WBs_ACK_i)
        1'b0: Default_State_nxt    <= DEFAULT_COUNT        ;
        1'b1: Default_State_nxt    <= DEFAULT_IDLE         ;
        endcase
        if (Default_Cntr == {{(DEFAULT_CNTR_WIDTH-1){1'b0}}, 1'b1}) 
            WBs_ACK_Default_nxt    <= 1'b1                 ;
        else
            WBs_ACK_Default_nxt    <= 1'b0                 ;
    end
    default:        
    begin
        Default_State_nxt          <=  DEFAULT_IDLE        ;
        Default_Cntr_nxt           <=  DEFAULT_CNTR_TIMEOUT;
        WBs_ACK_Default_nxt        <=  1'b0                ;
    end
    endcase
end
assign WBs_ACK_o_nxt = WBs_CYC_QL_Reserved_i & WBs_STB_i & (~WBs_ACK_o);
always @(
         WBs_ADR_i
        )
begin
    case(WBs_ADR_i[ADDRWIDTH-1:0])
    QL_RESERVED_CUST_PROD_ADR   : WBs_DAT_o <= { 16'h0, QL_RESERVED_CUSTOMER_ID, QL_RESERVED_PRODUCT_ID };
    QL_RESERVED_REVISIONS_ADR   : WBs_DAT_o <= {        QL_RESERVED_MAJOR_REV  , QL_RESERVED_MINOR_REV  };
	default                     : WBs_DAT_o <=          QL_RESERVED_DEF_REG_VALUE                        ;
	endcase
end
endmodule
$ cat flow/constraint.sdc
current_design AL4S3B_FPGA_QL_Reserved

set clk_period 1.8
set clk_io_pct 0.2

create_clock -name clk0 -period $clk_period [get_ports {WBs_CLK_i}]

set non_clock_inputs [all_inputs -no_clocks]
set_input_delay [expr $clk_period * $clk_io_pct] -clock clk0 $non_clock_inputs
set_output_delay [expr $clk_period * $clk_io_pct] -clock clk0 [all_outputs]
==> impl_metrics.toml <==
# physical design summary
[clock_tree]
clkLatencyLatePin_ns = 0.24
cts_buffers = 3
clockRootBuffer = "clkbuf_4"
cts_max_level = 1
cts_tree = "yes"
cts.clk_slew.worst_paths_ns = 0.05
cts.sinks = 5
cts_buffer_depth = 2

[sta]
post-route-period-util_pct = 97.3
hold_slack_ns = 0.308
finClkSkew_ns = 0.00174
hold_violations = 0
drv_slew = 0
setup_slack_ns = 0.0485
fmax_mhz = 571
rsz0062_at_grt = "false"
period_minus_slack_ns = 1.75
setup-violations-final = 0

[logic_synthesis]
ys_ff = 5
fa_ha_area_share_pct = 5.41
avgSynthCellArea_um2 = 8.73
common_cells = "29 x buf_4, 6 x nand2_1, 3 x dfstp_2, 3 x inv_1"
top_area_share_pct = 47.0
async_reset_ff_share_pct = 100
ff_type = "dfstp_2"
edf_count = 0
ys_types = 14
ys_top_logic_family = "buffers and inverters"
ys_cells = 53
synthTopCellsByArea = "buf_4 47%, dfstp_2 17%, dfrtp_1 11%"
muxShareOfSynthArea_pct = 2.16
ys_seq_share_pct = 27.8
ys_warn_count = 1
yosys.cell_count.top_type = "buf_4"
ys_sh_aoi_pct = 1.35
synth_chip_area_um2 = 463
yosys.area_share.simple_pct = 11.1
yosysTopAreaCell = "buf_4"
syn_area_um2 = 463
ys_sh_xor_pct = 1.89
synthCells = 53

[grt]
grt_overflow = 0
track_usage_pct = 3.71
grt_start_max_net_pins = 11
grt_pass1_vias = 462
antenna_found_initial = 0
grt_pass1_wl_um = 1970

[drt]
first_pass_iters = 3
drc_errors = 0
routed_wl_um = 1310
wl_per_cell_um = 10.3
drtAntennaViolNets = 0
vias = 393
drt-initial-drc-count = 2
post_drt_via_cell_ratio = 3.09
antenna_cells = 0

[critical_path]
crit_fanout = 10
crit_chain = "dlygate4sd2_1 -> and4_4 -> nand3_4 -> buf_6 -> buf_16 -> dlygate4sd2_1"
end_kind = "primary output"
worst-endpoint-arrival_ns = 1.39
r2r_end = "Default_Cntr[2]"
slowest_stage = "and4_4"
crit_top_cell = "dlygate4sd2_1"
critPathLaunchType = "input port"
ff2ff_path_depth = 4
r2r-start = "Default_Cntr[0]"
rrSetupSlack_ns = 0.73
worst-setup-path-type = "input port to primary output"
crit_required_ns = 1.44
max_stage_delay_ns = 0.24

[die]
die-width_um = 80
fp_util_pct = 13.6
dieHeight_um = 80
chip_area_um2 = 6400
num_rows = 21
core_area_um2 = 3420
io_pins = 46

[job]
warnings = 26
drv_cap = 0

[place]
globalplace.congestion = 0.698
dp_hpwl_um = 1030
place_area_um2 = 728
port_buffers = 36
dp_cells = 117
pre_cts_slack_ns = -0.347

[status]
status = "finished clean"

[cells_and_area]
final.fill_count = 376
fin_area_um2 = 835
layout-drive-gt1-share_pct = 21.0
syn_to_final_growth_pct = 80.3
instances_no_fill = 127
final_util_pct = 24.4

[power]
ir_drop_mv = 0.369
leakagePower_nw = 0.360
powerDensity_nw_per_um2 = 395

[worst_hold_path]
hold_path_class = "input port to asynchronous set/reset pin"
cells in the final DEF (no fill, tap or decap), drive strengths merged:
cell | Yosys | routed
and4 | 1 | 1
buf | 29 | 8
clkbuf | 0 | 5
clkdlybuf4s15 | 0 | 9
clkdlybuf4s50 | 0 | 7
conb | 1 | 9
dfrtp | 2 | 2
dfstp | 3 | 3
dlygate4sd2 | 0 | 20
ha | 2 | 2
inv | 3 | 3
mux2i | 1 | 1
nand2 | 6 | 6
nand3 | 1 | 1
nand4 | 1 | 1
nand4b | 1 | 1
o22ai | 1 | 1
xnor2 | 1 | 1
routing by layer:
layer,share of wire (%),vias up,GRT usage [%]
li1,-,186,-
met1,36,168,3.75
met2,40,37,6.18
met3,23,2,2.84
met4,0.61,0,0.352
met5,0,-,0
metrics by stage:
| stage | setup TNS [ns] | total power [W] |
|---|---|---|
| after global placement | -7.32 | 0.000195 |
| after detailed placement | -7.38 | 0.000199 |
| final | 0 | 0.000330 |
| after global routing | 0 | 0.000356 |
| after floorplan | 0 | 0.000168 |
| after CTS | 0 | 0.000341 |
what timing repair did:
action | in CTS | in global routing
pin swaps | 1 | 1
setup buffers | 5 | 0
endpoints found under the setup margin | 23 | 17
hold buffers | 0 | 0
gates resized | 38 | 8
cloned | 2 | 0
registers in the layout (all words and copies together) (netlist names):
signal,count
WBs_ACK_o,1
Default_State,1
Default_Cntr,3
worst max-delay path by stage:
stage,to,depth (start not counted),start
4_1_cts,WBs_DAT_o[2],6,WBs_ADR_i[6]
5_1_grt,WBs_DAT_o[23],6,WBs_ADR_i[1]
6_report,WBs_DAT_o[23],6,WBs_ADR_i[1]
power breakdown:
| part | leakage [nW] | switching [W] | total, W | internal, W |
|---|---|---|---|---|
| Combinational | 0.287 | 0.0000213 | 0.0000632 | 0.0000419 |
| Clock | 0.0150 | 0.0000493 | 0.000133 | 0.0000840 |
| Sequential | 0.0572 | 0.00000738 | 0.000133 | 0.000126 |
| Total | 0.360 | 0.0000781 | 0.000330 | 0.000252 |
worst max-delay path, delay by kind of cell:
kind	cells	cell delay, ns
buf+inv	4	0.69
simple gates	2	0.34
area by class of cell:
type | count | area (um^2) | share of cell area [%]
timing repair buffer | 45 | 460 | 55.2
multi-input combinational | 24 | 150 | 18.0
sequential | 5 | 129 | 15.4
tap | 46 | 57.6 | 6.90
clock buffer | 4 | 26.3 | 3.15
inverter | 3 | 11.3 | 1.35
cells by family after synthesis:
group,after synthesis
AND-OR/OR-AND,1
XOR/XNOR,1
adder cells (fa/ha/maj),2
buffers and inverters,32
flip-flops,5
multiplexers,1
other,1
AND/OR/NAND/NOR,10
No activity file was given, so power comes from the tool's default toggle rates.
