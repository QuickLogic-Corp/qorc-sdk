==> flow/config.mk <==
export PLATFORM = sky130hd
export DESIGN_NAME = AL4S3B_FPGA_Registers
export DESIGN_NICKNAME = AL4S3B_FPGA_Registers
export VERILOG_FILES = /design/flow/design.v
export SDC_FILE = /design/flow/constraint.sdc
export NUM_CORES = 4
export LEC_CHECK = 1
export CORE_UTILIZATION = 30
==> flow/constraint.sdc <==
current_design AL4S3B_FPGA_Registers

set clk_period 7.9
set clk_io_pct 0.2

create_clock -name clk0 -period $clk_period [get_ports {WBs_CLK_i}]

set non_clock_inputs [all_inputs -no_clocks]
set_input_delay [expr $clk_period * $clk_io_pct] -clock clk0 $non_clock_inputs
set_output_delay [expr $clk_period * $clk_io_pct] -clock clk0 [all_outputs]
==> flow/design.v <==
`timescale 1ns / 10ps
module AL4S3B_FPGA_Registers ( 
                         WBs_ADR_i,
                         WBs_CYC_i,
                         WBs_BYTE_STB_i,
                         WBs_WE_i,
                         WBs_STB_i,
                         WBs_DAT_i,
                         WBs_CLK_i,
                         WBs_RST_i,
                         WBs_DAT_o,
                         WBs_ACK_o,
                        color0,
                        color1,
                        color2,
                        color3,
                        duration0,
                        duration1,
                        duration2,
                        duration3,
                        Interrupt_o,
                         Device_ID_o
                         );
parameter                ADDRWIDTH                   =   7  ;    
parameter                DATAWIDTH                   =  32  ;    
parameter                FPGA_REG_ID_VALUE_ADR       =  7'h0; 
parameter                FPGA_REV_NUM_ADR            =  7'h1; 
parameter                FPGA_SCRATCH_REG_ADR        =  7'h2;
parameter                FPGA_COLORS_ADR            =  7'h04;    
parameter                FPGA_DURATION0_ADR         =  7'h08;    
parameter                FPGA_DURATION1_ADR         =  7'h09;    
parameter                FPGA_DURATION2_ADR         =  7'h0A;    
parameter                FPGA_DURATION3_ADR         =  7'h0B;    
parameter                AL4S3B_DEF_REG_VALUE        = 32'hFAB_DEF_AC;
input   [ADDRWIDTH-1:0]  WBs_ADR_i     ;   
input                    WBs_CYC_i     ;   
input             [3:0]  WBs_BYTE_STB_i;   
input                    WBs_WE_i      ;   
input                    WBs_STB_i     ;   
input   [DATAWIDTH-1:0]  WBs_DAT_i     ;   
input                    WBs_CLK_i     ;   
input                    WBs_RST_i     ;   
output  [DATAWIDTH-1:0]  WBs_DAT_o     ;   
output                   WBs_ACK_o     ;   
output reg  [2:0]   color0;
output reg  [2:0]   color1;
output reg  [2:0]   color2;
output reg  [2:0]   color3;
output reg  [11:0]  duration0;
output reg  [11:0]  duration1;
output reg  [11:0]  duration2;
output reg  [11:0]  duration3;
output          Interrupt_o;
output           [31:0]  Device_ID_o   ;
wire                     WBs_CLK_i     ;   
wire                     WBs_RST_i     ;   
wire    [ADDRWIDTH-1:0]  WBs_ADR_i     ;   
wire                     WBs_CYC_i     ;   
wire              [3:0]  WBs_BYTE_STB_i;   
wire                     WBs_WE_i      ;   
wire                     WBs_STB_i     ;   
wire    [DATAWIDTH-1:0]  WBs_DAT_i     ;   
reg     [DATAWIDTH-1:0]  WBs_DAT_o     ;   
reg                      WBs_ACK_o     ;   
wire              [31:0]  Device_ID_o;
wire              [31:0]  Rev_Num;
reg 			  [15:0] Scratch_reg;
wire					 FB_SCRATCH_REG_Wr_Dcd;
wire					 WBs_ACK_o_nxt;
assign FB_SCRATCH_REG_Wr_Dcd  = (WBs_ADR_i == FPGA_SCRATCH_REG_ADR) & WBs_CYC_i & WBs_STB_i & WBs_WE_i   & (~WBs_ACK_o);
assign FB_COLORS_REG_Wr_Dcd   = (WBs_ADR_i == FPGA_COLORS_ADR) & WBs_CYC_i & WBs_STB_i & WBs_WE_i   & (~WBs_ACK_o);
assign FB_DURATION0_REG_Wr_Dcd   = (WBs_ADR_i == FPGA_DURATION0_ADR) & WBs_CYC_i & WBs_STB_i & WBs_WE_i   & (~WBs_ACK_o);
assign FB_DURATION1_REG_Wr_Dcd   = (WBs_ADR_i == FPGA_DURATION1_ADR) & WBs_CYC_i & WBs_STB_i & WBs_WE_i   & (~WBs_ACK_o);
assign FB_DURATION2_REG_Wr_Dcd   = (WBs_ADR_i == FPGA_DURATION2_ADR) & WBs_CYC_i & WBs_STB_i & WBs_WE_i   & (~WBs_ACK_o);
assign FB_DURATION3_REG_Wr_Dcd   = (WBs_ADR_i == FPGA_DURATION3_ADR) & WBs_CYC_i & WBs_STB_i & WBs_WE_i   & (~WBs_ACK_o);
assign WBs_ACK_o_nxt          =   WBs_CYC_i & WBs_STB_i & (~WBs_ACK_o);
always @( posedge WBs_CLK_i or posedge WBs_RST_i)
begin
    if (WBs_RST_i)
    begin
		Scratch_reg <=  16'h0 ; 
        WBs_ACK_o   <=  1'b0  ;
        color0      <=  3'b0    ;
        color1      <=  3'b0    ;
        color2      <=  3'b0    ;
        color3      <=  3'b0    ;
        duration0   <=  12'b0   ;
        duration1   <=  12'b0   ;
        duration2   <=  12'b0   ;
        duration3   <=  12'b0   ;
    end  
    else
    begin
		if(FB_SCRATCH_REG_Wr_Dcd && WBs_BYTE_STB_i[0])
			Scratch_reg[7:0]   <= WBs_DAT_i[7:0]  ;
        if(FB_SCRATCH_REG_Wr_Dcd && WBs_BYTE_STB_i[1])
			Scratch_reg[15:8]  <= WBs_DAT_i[15:8] ;
        if (FB_COLORS_REG_Wr_Dcd) begin
            color0 <= WBs_BYTE_STB_i[0] ? WBs_DAT_i[2:0]    : color0;
            color1 <= WBs_BYTE_STB_i[1] ? WBs_DAT_i[10:8]   : color1;
            color2 <= WBs_BYTE_STB_i[2] ? WBs_DAT_i[18:16]  : color2;
            color3 <= WBs_BYTE_STB_i[3] ? WBs_DAT_i[26:24]  : color3;
        end
        if (FB_DURATION0_REG_Wr_Dcd) begin
            duration0[7:0]   <= WBs_BYTE_STB_i[0] ? WBs_DAT_i[7:0]  : duration0[7:0];
            duration0[11:8]  <= WBs_BYTE_STB_i[1] ? WBs_DAT_i[11:8] : duration0[11:8];
        end
        if (FB_DURATION1_REG_Wr_Dcd) begin
            duration1[7:0]   <= WBs_BYTE_STB_i[0] ? WBs_DAT_i[7:0]  : duration1[7:0];
            duration1[11:8]  <= WBs_BYTE_STB_i[1] ? WBs_DAT_i[11:8] : duration1[11:8];
        end
        if (FB_DURATION2_REG_Wr_Dcd) begin
            duration2[7:0]   <= WBs_BYTE_STB_i[0] ? WBs_DAT_i[7:0]  : duration2[7:0];
            duration2[11:8]  <= WBs_BYTE_STB_i[1] ? WBs_DAT_i[11:8] : duration2[11:8];
        end
        if (FB_DURATION3_REG_Wr_Dcd) begin
            duration3[7:0]   <= WBs_BYTE_STB_i[0] ? WBs_DAT_i[7:0]  : duration3[7:0];
            duration3[11:8]  <= WBs_BYTE_STB_i[1] ? WBs_DAT_i[11:8] : duration3[11:8];
        end
        WBs_ACK_o  <=  WBs_ACK_o_nxt  ;
    end  
end
assign Device_ID_o = 32'h0000A5BD;
assign Rev_Num     = 32'h00000100;
always @(
		 *
 )
 begin
    case(WBs_ADR_i[ADDRWIDTH-1:0])
    FPGA_REG_ID_VALUE_ADR    : WBs_DAT_o <= Device_ID_o;
    FPGA_REV_NUM_ADR         : WBs_DAT_o <= Rev_Num;  
    FPGA_SCRATCH_REG_ADR     : WBs_DAT_o <= { 16'h0, Scratch_reg }; 
    FPGA_COLORS_ADR          : WBs_DAT_o <= { 5'b0, color3, 5'b0, color2, 5'b0, color1, 5'b0, color0};
    FPGA_DURATION0_ADR       : WBs_DAT_o <= { 20'b0, duration0};
    FPGA_DURATION1_ADR       : WBs_DAT_o <= { 20'b0, duration1};
    FPGA_DURATION2_ADR       : WBs_DAT_o <= { 20'b0, duration2};
    FPGA_DURATION3_ADR       : WBs_DAT_o <= { 20'b0, duration3};
	default                  : WBs_DAT_o <= AL4S3B_DEF_REG_VALUE;
	endcase
end
assign Interrupt_o = 1'b0;
endmodule
==> flow/run.sh <==
#!/bin/bash
# OpenROAD 26Q1-2900-gdf79404cd8, Yosys 0.63+post, stock flow scripts
make -C /OpenROAD-flow-scripts/flow DESIGN_CONFIG=/design/flow/config.mk WORK_HOME=/design/flow/orfs finish
==> flow_summary.json <==
{
  "grt_max_degree": 41,
  "cts-root-buf": "clkbuf_16",
  "synth_warnings": 6,
  "fp_util_pct": 31.0,
  "clock_path_buffers": 2,
  "cp_max_fo": 17,
  "cts_tree": "yes",
  "setup_viol": 0,
  "relSlewSlack_pct": 39.7,
  "ios": 174,
  "routabilityCongestion": 0.827,
  "crit_type": "in -> out",
  "syn_area_per_cell_um2": 12.7,
  "diodes": 0,
  "layout_min_cycle_time_ps": 6060,
  "finalWirelength_um": 11300,
  "status": "complete, no violations",
  "syn-cell-area_um2": 4140,
  "finalHoldViolCount": 0,
  "synth_cell_types": 52,
  "p_leak_nw": 2.63,
  "final_util_pct": 43.2,
  "tool_warnings": 35,
  "finalCritPeriodShare_pct": 76.7,
  "ctsResizeCount": 0,
  "htree_levels": 3,
  "fill_cells": 1272,
  "largest_register_ffs": 16,
  "ir_drop_mv": 0.0923,
  "lay_top_cells": "129 x clkdlybuf4s50_1, 77 x dfrtp_1, 56 x mux2_2, 34 x conb_1, 24 x mux2_4",
  "synth_cells": 327,
  "drc_errors": 0,
  "cts_buffers": 9,
  "port_buffers": 129,
  "detail-route-antenna-nets": 0,
  "cts.sinks": 77,
  "arrival_ps": 4480,
  "holdBufCountCts": 0,
  "power.density_nw_per_um2": 160,
  "dp_hpwl_um": 8070,
  "max-cap-violations": 0,
  "vias": 3037,
  "cp-end-kind": "output port",
  "rsz0062_at_grt": "no",
  "vias_per_cell": 4.81,
  "clk_pin_slew_ps": 50,
  "core_um2": 13300,
  "layout-drive-gt1-share_pct": 25.2,
  "slew_violations": 0,
  "required_ps": 6320,
  "numSynthFlops": 77,
  "critPathLaunchType": "input port",
  "drt-initial-drc-count": 126,
  "layout_top_cell": "clkdlybuf4s50_1",
  "worst_slew_pin_slew_ps": 899,
  "grt_pass1_vias": 3012,
  "fp.dieH_um": 120,
  "die_area_um2": 14300,
  "ys_cells": 327,
  "clkLatencyLatePin_ps": 340,
  "hp-class": "reg -> reg",
  "ys_async_sr_fraction_pct": 100,
  "r2r_cells": 4,
  "synth-edff-count": 0,
  "synth_seq_share_pct": 46.5,
  "antenna_found_initial": 0,
  "wl_per_cell_um": 17.8,
  "syn2layout_area_growth_pct": 39.2,
  "row_count": 42,
  "fin_tns_setup_ps": 0,
  "min_path_cells": 1,
  "skew_ps": 7.38,
  "cts_setup_buffers": 0,
  "grt_pass1_wl_um": 17300,
  "dr.pass1.iters": 4,
  "fp.dieW_um": 120,
  "max_freq_mhz": 165,
  "yosys_area_um2": 4140,
  "flop_cell": "dfrtp_1",
  "grt_overflow": 0,
  "globalRouteTotalUtil_pct": 16.3
}
-- where the power goes --
| group | switching, mW | total, mW | internal [mW] |
|---|---|---|---|
| Combinational | 0.0363 | 0.0784 | 0.0421 |
| Sequential | 0.00386 | 0.404 | 0.400 |
| Clock | 0.156 | 0.442 | 0.286 |
-- critical path, stage by stage --
cell and delay [ps]:
clkdlybuf4s50_1 800, or4b_1 710, o21ai_0 100, o21ai_1 340, a2111o_1 540, clkdlybuf4s50_1 410
-- path summary, 6_finish.rpt --
check                                    startpoint  slack (ps)                           to
worst max-delay path                   WBs_ADR_i[3]        1840                 WBs_DAT_o[2]
worst min-delay path            WBs_ACK_o$_DFF_PP0_         470          WBs_ACK_o$_DFF_PP0_
worst max register to register  WBs_ACK_o$_DFF_PP0_        5700     duration0[5]$_DFFE_PP0P_
worst min register to register  WBs_ACK_o$_DFF_PP0_         470          WBs_ACK_o$_DFF_PP0_
max in group asynchronous                 WBs_RST_i        5280     duration2[6]$_DFFE_PP0P_
min in group asynchronous                 WBs_RST_i        1660  Scratch_reg[12]$_DFFE_PP0P_
-- cell families after synthesis --
family | after synthesis | synth area share [%]
mux | 88 | 27.7
flops | 77 | 46.5
simple gates | 61 | 9.12
buf+inv | 57 | 9.18
compound gates | 42 | 7.34
other cells | 2 | 0.181
-- cell usage after synthesis (all sizes together) (2+ instances only) --
cell type | instances | share of area (%)
a21o | 8 | 1.4
a21oi | 5 | 0.60
a221o | 3 | 0.72
a22oi | 4 | 0.72
a31oi | 2 | 0.30
and2 | 4 | 0.60
and3 | 2 | 0.30
buf | 49 | 8.4
clkbuf | 4 | 0.39
conb | 2 | 0.18
dfrtp | 77 | 47
inv | 4 | 0.36
mux2 | 80 | 24
mux2i | 2 | 0.48
mux4 | 6 | 3.3
nand2 | 13 | 1.5
nand2b | 4 | 0.60
nand4 | 6 | 0.91
nand4b | 2 | 0.42
nor2 | 13 | 1.4
nor2b | 4 | 0.60
nor3 | 5 | 0.85
nor4 | 2 | 0.82
o21ai | 7 | 0.85
or3 | 2 | 0.33
-- metrics by stage --
stage                     setup slack, ps  std cells  power [mW]  cell area [um2]  hold WS (ps)
final                                1840        632       0.924             5770           466
after global routing                 1690        632       0.959             5770           475
after CTS                            1850        632       0.937             5770           462
after detailed placement             1870        616       0.490             5450           457
after global placement               1820        616       0.489             5450           448
after floorplan                      3350        359       0.452             4260           406
-- area by class of cell --
class / instances / area, um2 / share of cell area (%)
tap: 176 / 220 / 3.82
timing repair buffer: 134 / 1330 / 23.0
multi-input combinational: 225 / 1960 / 33.9
sequential: 77 / 1930 / 33.4
clock buffer: 13 / 250 / 4.34
clock inverter: 3 / 68.8 / 1.19
inverter: 4 / 16.3 / 0.282
-- metal layers --
metal | up-vias | global-route usage [%] | share of wire, %
li1 | 1371 | - | -
met1 | 1530 | 24.4 | 44
met2 | 115 | 24.3 | 47
met3 | 21 | 4.03 | 6.5
met4 | 0 | 3.75 | 2.6
met5 | - | 0 | 0
Power and IR drop assume default switching activity.
